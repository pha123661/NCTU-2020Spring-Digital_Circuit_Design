`flow/run.sh`:
```
#!/bin/bash
# OpenROAD 26Q1-2900-gdf79404cd8, Yosys 0.63+post, stock flow scripts
make -C /OpenROAD-flow-scripts/flow DESIGN_CONFIG=/design/flow/config.mk WORK_HOME=/design/flow/orfs finish
```
`flow/config.mk`:
```
export PLATFORM = sky130hd
export DESIGN_NAME = SeqRcgn
export DESIGN_NICKNAME = SeqRcgn
export VERILOG_FILES = /design/flow/design.v
export SDC_FILE = /design/flow/constraint.sdc
export NUM_CORES = 4
export LEC_CHECK = 1
export CORE_AREA = 10 10 70 70
export DIE_AREA = 0 0 80 80
```
`flow/constraint.sdc`:
```
current_design SeqRcgn

set clk_period 1.4
set clk_io_pct 0.2

create_clock -name clk0 -period $clk_period [get_ports {clk}]

set non_clock_inputs [all_inputs -no_clocks]
set_input_delay [expr $clk_period * $clk_io_pct] -clock clk0 $non_clock_inputs
set_output_delay [expr $clk_period * $clk_io_pct] -clock clk0 [all_outputs]
```
`flow/design.v`:
```
`timescale 1ns/10ps
module SeqRcgn (out,x,clk,reset_) ;
output out ;
input x,clk,reset_ ;
reg out ;
reg[2:0] state, next_state ;
parameter A= 3'b000, B=3'b001, C=3'b011, D=3'b010, E=3'b110;
always@ (posedge clk or negedge reset_)
	if(!reset_)	 
		state = A ;
	else
		state = next_state ;
always@ (state or x)
    case(state)		 
    A:
		if(x)
			next_state = B ;
		else
			next_state = A ;
	B:
		if(x)
			next_state = B ;
		else
			next_state = C ;
	C:
		if(x)
			next_state = B ;
		else
			next_state = D ;
	D:
		if(x)
			next_state = E ;
		else
			next_state = A ;
	E:
		if(x)
			next_state = B ;
		else
			next_state = C ;
	default:
		next_state = 3'bxxx ;
	endcase
always@ (state)
	case (state)
	A, B, C, D:
		out = 0 ;
	E:
		out = 1 ;
	default:
		out = 1'bx ;
	endcase
endmodule
module test_SeqRcng ;
reg x, clk, reset_ ;
    SeqRcgn SR1 (out, x, clk, reset_) ;
initial
begin
	clk = 1'b0 ;
	repeat(30)
		#10 clk = ~clk ;
end
initial
begin
  x = 0 ; reset_ = 0;
  #15  reset_ = 1; x = 1 ;
  #20  x = 0 ;
  #20  x = 0 ;
  #20  x = 1 ;
  #20  x = 0 ;
  #20  x = 0 ;
  #20  x = 1 ;
  #20  x = 0 ;
  #20  x = 1 ;
  #20  x = 1 ;
  #20  x = 0 ;
  #20  x = 1 ;
  #20  x = 1 ;
  #20  x = 1 ;
  #20  x = 0 ;
  #20  x = 1 ;  
end
initial
begin
  $display("                time out  x   clk  reset_");
  $monitor($time, "  %b   %b   %b   %b", out, x, clk, reset_) ;
end
initial
begin
$dumpfile("SeqRcgn.vcd");
$dumpvars;
end
endmodule
```
==> Changelog: implementation <==
### Implementation results

* Hold Path Class: in2async
* Tool warnings at 25
* Endpoint class of the critical path: output port
* Netlist cell types at 6
* Top cells excl fill/tap: 4 x dfrtp_1, 3 x clkbuf_4, 3 x clkdlybuf4s50_1
* Core area at 0.00342 mm^2
* Post_cts resized at 0
* Yosys stat cell total at 10
* Worst path slowest cell: clkdlybuf4s50_1
* DIE AREA at 0.00640 mm^2
* Pre-CTS WS at 271 ps
* DRT iter0 DRCs at 3
* Routability cong. at 0.585
* WL final at 340 um
* Ys flops at 5
* Root buffer cell: clkbuf_4
* Final Hold Fails at 0
* Normalized max-slew margin at 86.4%
* ANT nets after route at 0
* Max Freq at 742 MHz
* TritonCTS clock tree: done
* Remaining Overflow, GRT at 0
* YS warnings at 1
* # clock sinks at 5
* RSZ-0062 raised after global routing: no
* Initial Util at 4.98%
* Max FFs per register at 5
* Routed vias at 106
* Router iterations before antenna repair at 2
* Placed cell count at 59
* Num rows at 21
* Worst-Skew Late Latency at 230 ps
* Largest stage delay, worst path at 470 ps
* CP required at 1120 ps
* Mapped Area at 170 um^2
* Shortest period the worst path allows at 1350 ps
* Chip Area, Yosys at 170 um^2
* Max-slew violation count at 0
* Worst clock skew at 1.88 ps
* Wire per inst at 5.40 um
* Number of diodes at 0
* Clock transition at the registers of the reported paths at 40 ps
* Final core occ at 8.32%
* Initial antenna violation count at 0
* Residual DRC count at 0
* Worst path bufs/invs at 1
* # setup viols final at 0
* Layout cells sized above 1 at 35.3%
* P&R area growth vs syn at 66.9%
* Power per cell area at 1110 mW/mm^2
* Cells along the critical path: clkdlybuf4s50_1
* Port-buffer cells at 3
* Largest net degree at the start of global routing at 6
* IO Pins at 4
* Setup tns final at 0 ps
* Hold-fix buffers, CTS at 0
* Post-synth seq share at 74.3%
* Largest delay share family, worst path: buffers and inverters
* Startpoint class of the critical path: register
* Clk buf depth at 2
* Outcome: finished clean
* Vias per inst at 1.68
* Dominant logic cell type in the layout: dfrtp_1
* Cells after synthesis at 10
* Die Ht at 80 um
* Post-Layout Cell Count at 63
* Final worst path period share at 96.3%
* Synthesized area per cell at 17.0 um^2
* Final worst slack at 52.1 ps
* VDD IR max at 0.123 mV
* Die width at 80 um
* MaxCap Viol Count at 0
* Vias in the first global route at 129
* Leak at 0.106 nW
* CTS buffer count at 3
* GRT Util Overall at 1.18%
* Worst-Margin Slew at 203 ps
* Critical path arrival at 1070 ps
* Setup bufs post-CTS at 0
* WS Path Type: reg2out
* H-tree Lvls at 1
* First-pass GRT wire length at 545 um
* Crit-path max FO at 3
==> Yosys cell counts <==
| library cell | count | area, um^2 |
|---|---|---|
| dfrtp_1 | 4 | 100 |
| o21ba_2 | 2 | 20.0 |
| and2_1 | 1 | 6.26 |
| nor2b_1 | 1 | 6.26 |
| dfstp_2 | 1 | 26.3 |
| o41a_1 | 1 | 11.3 |
==> metrics by stage <==
step	area [um^2]	hold WS [ps]	total power, mW
after CTS	284	253	0.324
after floorplan	170	-15.6	0.148
after global placement	258	476	0.157
final	284	255	0.315
after global routing	284	256	0.335
after detailed placement	258	479	0.158
==> logic make-up after synthesis <==
group | Yosys count | synth area share [%]
AND/OR/NAND/NOR | 2 | 7.36
flip-flops | 5 | 74.3
AND-OR/OR-AND | 3 | 18.4
==> worst paths after layout <==
path                           from  endpoint  slack, ps  cells past startpoint
setup reg to reg           state[2]  state[3]        480                      1
hold reg to reg            state[1]  state[2]        490                      1
min in group clk0          state[1]  state[2]        490                      1
max in group asynchronous    reset_  state[0]        900                      1
setup / recovery           state[2]       out         50                      1
hold / removal               reset_  state[1]        260                      1
==> per-layer routing <==
layer  vias to the layer above  global-route usage, %  wire length [um]
li1                         49                      -                 -
met4                         0                  0.704                 4
met2                         2                   1.69               175
met3                         2                   1.36                45
met1                        53                  0.938               116
met5                         -                      0                 0
==> power breakdown <==
part	switching (mW)	total, mW	leakage (nW)	internal [mW]
registers	0	0.145	0.0662	0.145
clock network	0.0519	0.159	0.0150	0.107
logic	0.00405	0.0101	0.0245	0.00604
total	0.0560	0.315	0.106	0.259
==> final cells by class <==
type                            count  area [um^2]
Timing Repair Buffer                3         30.0
Clock buffer                        4         26.3
Tap cell                           46         57.6
Fill cell                         401         3130
Multi-Input combinational cell      5         43.8
Sequential cell                     5          126
Power and IR drop assume default switching activity.
